===== flow/design.v =====
module calculator(
	input wire i_CLOCK_50, i_rst,
	input wire [1:0] i_EN,
	output reg [9:0] o_LEDR,
	output wire [(6*8)-1:0] o_HEX
);
	wire slow_clock;
	wire [8-1:0] ctr0;
	wire [8-1:0] ctr1;
	reg  [8-1:0] sum;
	wire [4-1:0] ctr_one0;
	wire [4-1:0] ctr_ten0;
	wire [4-1:0] ctr_one1;
	wire [4-1:0] ctr_ten1;
	wire [4-1:0] sum_one;
	wire [4-1:0] sum_ten;
	clock_divider u0 (.i_rst(i_rst), .i_fast_clock(i_CLOCK_50), .o_slow_clock(slow_clock));
	ctr c0 (.i_clk(slow_clock), .i_rst(i_rst), .i_en(i_EN[0]), .o_ctr(ctr0)); 
	ctr c1 (.i_clk(slow_clock), .i_rst(i_rst), .i_en(i_EN[1]), .o_ctr(ctr1));
	eight_bit_binary_to_decimal ibbd0 (.i_binary(ctr0), .one(ctr_one0), .ten(ctr_ten0));
	eight_bit_binary_to_decimal ibbd1 (.i_binary(ctr1), .one(ctr_one1), .ten(ctr_ten1));
	eight_bit_binary_to_decimal ibbd2 (.i_binary(sum), .one(sum_one), .ten(sum_ten));
	seven_segment ss0 (.i_binary(ctr_ten0), .o_ss(o_HEX[8*5+:8]));
	seven_segment ss1 (.i_binary(ctr_one0), .o_ss(o_HEX[8*4+:8]));
	seven_segment ss2 (.i_binary(ctr_ten1), .o_ss(o_HEX[8*3+:8]));
	seven_segment ss3 (.i_binary(ctr_one1), .o_ss(o_HEX[8*2+:8]));
	seven_segment ss4 (.i_binary(sum_ten),  .o_ss(o_HEX[8*1+:8]));
	seven_segment ss5 (.i_binary(sum_one),  .o_ss(o_HEX[0+:8]));
	always @(posedge slow_clock)
	begin
		sum = ctr0 + ctr1;
		if (sum > 99) begin
			sum <= sum - (99+1);
			o_LEDR <= {10{1'b1}};
		end else
			o_LEDR <= 0;
	end
endmodule
module clock_divider(
	input wire i_rst,
	input wire i_fast_clock,
	output wire o_slow_clock
);
	parameter COUNTER_SIZE = 24;
	parameter COUNTER_MAX_COUNT = (2 ** COUNTER_SIZE) - 1;
	reg [COUNTER_SIZE-1:0] count;
	always @ (posedge i_fast_clock or negedge i_rst)
	begin
		if (!i_rst)
			count <= 0;
		else
			if(count == COUNTER_MAX_COUNT)
				count <= 0;
			else
				count <= count + 1'b1;
	end
	assign o_slow_clock = count[COUNTER_SIZE-1];
endmodule
module ctr (
	input wire i_clk, i_en, i_rst,
	output reg [8-1:0] o_ctr
);
	always @(posedge i_clk or negedge i_rst)
	begin
		if (!i_rst)
			o_ctr <= 0;
		else
			if (i_en)
				if (o_ctr == 99)
					o_ctr <= 0;
				else
					o_ctr <= o_ctr + 1;
			else
				o_ctr <= o_ctr;
	end		
endmodule
module eight_bit_binary_to_decimal(
	input wire 	[8-1:0] i_binary,
	output wire [4-1:0] one,
	output wire [4-1:0] ten
);
	assign one = i_binary % 10;
	assign ten = i_binary / 10;
endmodule
module seven_segment(
	input wire [4-1:0] i_binary,
	output reg [8-1:0] o_ss
);
	always @(*)
	begin
		case (i_binary)
			0 : o_ss = 8'b1100_0000; 
			1 : o_ss = 8'b1111_1001; 
			2 : o_ss = 8'b1010_0100; 
			3 : o_ss = 8'b1011_0000; 
			4 : o_ss = 8'b1001_1001; 
			5 : o_ss = 8'b1001_0010; 
			6 : o_ss = 8'b1000_0010; 
			7 : o_ss = 8'b1111_1000; 
			8 : o_ss = 8'b1000_0000; 
			9 : o_ss = 8'b1001_0000; 
			default : o_ss = 8'b0111_1111; 
		endcase
	end
endmodule

===== flow/run.sh =====
#!/bin/bash
# OpenROAD 26Q1-2900-gdf79404cd8, Yosys 0.63+post, stock flow scripts
make -C /OpenROAD-flow-scripts/flow DESIGN_CONFIG=/design/flow/config.mk WORK_HOME=/design/flow/orfs finish

===== flow/constraint.sdc =====
current_design calculator

set clk_period 5.8
set clk_io_pct 0.2

create_clock -name clk0 -period $clk_period [get_ports {i_CLOCK_50}]

set non_clock_inputs [all_inputs -no_clocks]
set_input_delay [expr $clk_period * $clk_io_pct] -clock clk0 $non_clock_inputs
set_output_delay [expr $clk_period * $clk_io_pct] -clock clk0 [all_outputs]

===== flow/config.mk =====
export PLATFORM = sky130hd
export DESIGN_NAME = calculator
export DESIGN_NICKNAME = calculator
export VERILOG_FILES = /design/flow/design.v
export SDC_FILE = /design/flow/constraint.sdc
export NUM_CORES = 4
export LEC_CHECK = 1
export CORE_UTILIZATION = 40

==> report_table.html <==
<h2>Synthesis and place &amp; route</h2>
<table>
<tr><th>Metric</th><th>Value</th></tr>
<tr><th colspan="2">Setup path</th></tr>
<tr><td>Reg2reg end</td><td>u0.count[9]</td></tr>
<tr><td>Critical Path Start</td><td>u0.count[7]</td></tr>
<tr><td>Startpoint type of the worst setup path</td><td>flop</td></tr>
<tr><td>Stages on worst setup path</td><td>6</td></tr>
<tr><td>Worst-path cell chain</td><td>and4_1 &gt; and3_1 &gt; and4_1 &gt; and3_1 &gt; and3_1 &gt; nor2_1</td></tr>
<tr><td>Data required time at the worst endpoint</td><td>5.92 ns</td></tr>
<tr><td>Register-to-register setup slack</td><td>3.70 ns</td></tr>
<tr><td>Reg2reg start</td><td>u0.count[7]</td></tr>
<tr><td>Worst Setup End Kind</td><td>flop</td></tr>
<tr><td>Logic depth of the worst register-to-register path</td><td>6</td></tr>
<tr><td>CP Buf/Inv Count</td><td>0</td></tr>
<tr><td>Kind of critical path</td><td>reg2reg</td></tr>
<tr><td>Cell at the slowest stage of the critical path</td><td>sky130_fd_sc_hd__and3_1</td></tr>
<tr><td>Crit-path max FO</td><td>12</td></tr>
<tr><td>Termination of the worst setup path</td><td>u0.count[9]</td></tr>
<tr><td>Worst stage delay on the critical path</td><td>0.48 ns</td></tr>
<tr><td>Arrival time worst endpoint</td><td>2.22 ns</td></tr>
<tr><td>Cell family with the largest share of critical-path delay</td><td>simple AND/OR/NAND/NOR gates</td></tr>
<tr><td>Most frequent cell on the critical path</td><td>sky130_fd_sc_hd__and3_1</td></tr>
<tr><th colspan="2">Drt</th></tr>
<tr><td>Detailed-route wire length</td><td>13.60 mm</td></tr>
<tr><td>Count of unresolved DRC violations after routing</td><td>0</td></tr>
<tr><td>Total iterations of the first detailed-routing run</td><td>4</td></tr>
<tr><td>Post-DRT Antenna Nets</td><td>0</td></tr>
<tr><td>DRC marker count from the first detailed-route iteration</td><td>roughly 440</td></tr>
<tr><td>Per-cell via count in the routed design</td><td>5.780</td></tr>
<tr><td>Routed length per instance</td><td>13.61 um</td></tr>
<tr><td>Vias post-DR</td><td>5774</td></tr>
<tr><td>Inserted Diodes</td><td>0</td></tr>
<tr><th colspan="2">Clocking</th></tr>
<tr><td>Master cell of the clock root buffer</td><td>sky130_fd_sc_hd__clkbuf_16</td></tr>
<tr><td>Count of hold-fix buffers inserted at cts</td><td>0</td></tr>
<tr><td>CTS H-Tree Depth</td><td>1</td></tr>
<tr><td>Post_cts resized</td><td>0</td></tr>
<tr><td>Clock slew seen by the registers of the worst setup and hold paths</td><td>0.06 ns</td></tr>
<tr><td>Count of buffers added by post-CTS timing repair for setup</td><td>0</td></tr>
<tr><td>Clock tree from TritonCTS</td><td>yes</td></tr>
<tr><td>Total clock buffers created by CTS</td><td>3</td></tr>
<tr><td>Max clock buf depth</td><td>2</td></tr>
<tr><td>Source-to-sink clock delay at the later pin of the worst-skew pair</td><td>0.25 ns</td></tr>
<tr><th colspan="2">Floorplanning</th></tr>
<tr><td>Number of top-level design ports</td><td>62</td></tr>
<tr><td>Die W</td><td>between 100 and 150 um</td></tr>
<tr><td>Core Density at Floorplan</td><td>0.4162</td></tr>
<tr><td>Vert. Die Dim</td><td>125.9 um</td></tr>
<tr><td>Die Footprint</td><td>0.01585 mm2</td></tr>
<tr><td>Cell Rows</td><td>between 40 and 50</td></tr>
<tr><td>CORE AREA</td><td>between 0.01 and 0.015 mm2</td></tr>
<tr><th colspan="2">Timing</th></tr>
<tr><td>Setup repair after global routing missed its margin</td><td>no</td></tr>
<tr><td>Number of register pins that no clock reaches</td><td>25</td></tr>
<tr><td>Fin Clk Skew</td><td>0.002276 ns</td></tr>
<tr><td>Period minus WS final</td><td>2.102 ns</td></tr>
<tr><td>Worst slew pin tran</td><td>slightly below 0.9 ns</td></tr>
<tr><td>Final setup vio count</td><td>0</td></tr>
<tr><td>Max Freq</td><td>475.8 MHz</td></tr>
<tr><td>Final Hold Slack</td><td>0.4684 ns</td></tr>
<tr><td>Number of unconstrained endpoints</td><td>~83</td></tr>
<tr><td>Number of hold-slack violations in the final timing report</td><td>0</td></tr>
<tr><td>Number of pins with negative max-slew slack in the final report</td><td>0</td></tr>
<tr><td>Sum Neg Setup Slack</td><td>0 ns</td></tr>
<tr><td>Relative slew margins</td><td>0.4134</td></tr>
<tr><td>Post-layout period usage of the worst path</td><td>0.3624</td></tr>
<tr><th colspan="2">Layout</th></tr>
<tr><td>Ratio of cells with drive above 1 in the final layout</td><td>0.05399</td></tr>
<tr><td>Area growth from synthesis to layout</td><td>11.27%</td></tr>
<tr><td>Finished Layout Cells</td><td>999</td></tr>
<tr><td>Fill cell count</td><td>between 1000 and 1500</td></tr>
<tr><td>End-of-flow core utilization</td><td>0.4631</td></tr>
<tr><th colspan="2">Placement</th></tr>
<tr><td>Port Buf Inserts</td><td>61</td></tr>
<tr><td>Count of placed standard cells including taps</td><td>a little under 1000</td></tr>
<tr><td>RD Place Congestion</td><td>about 0.90</td></tr>
<tr><td>Sum of net half-perimeters after detailed placement</td><td>around 10 mm</td></tr>
<tr><th colspan="2">Job</th></tr>
<tr><td>OpenROAD warning count</td><td>56</td></tr>
<tr><td>Maxcap violations</td><td>0</td></tr>
<tr><th colspan="2">Hold path</th></tr>
<tr><td>Worst hold stages</td><td>1</td></tr>
<tr><td>Path category of the worst min-delay check</td><td>reg2reg</td></tr>
<tr><th colspan="2">Power and ir drop</th></tr>
<tr><td>Fraction of power consumed by sequential logic</td><td>0.451</td></tr>
<tr><td>Power share of the combinational group</td><td>0.028</td></tr>
<tr><td>Switching Share</td><td>0.1726</td></tr>
<tr><td>Static power due to leakage</td><td>between 2 and 3 nW</td></tr>
<tr><td>Maximum vdd drop</td><td>0.2017 mV</td></tr>
<tr><td>PwrDens</td><td>54.36 mW/mm2</td></tr>
<tr><td>Internal portion of total power</td><td>0.0003073 W</td></tr>
<tr><td>Switching component of the power</td><td>0.00006409 W</td></tr>
<tr><td>Relative contribution of the clock network to total power</td><td>0.522</td></tr>
<tr><th colspan="2">Yosys</th></tr>
<tr><td>Average footprint of a synthesized cell</td><td>7.667 um2</td></tr>
<tr><td>Share of flip-flops with an asynchronous set or reset</td><td>0.8163</td></tr>
<tr><td>Post-synth area from yosys stat</td><td>roughly 0.006 mm2</td></tr>
<tr><td>Top cell types by occurrence after synthesis</td><td>78 x sky130_fd_sc_hd__nand2_1, 68 x sky130_fd_sc_hd__nor2_1, 51 x sky130_fd_sc_hd__xnor2_1</td></tr>
<tr><td>Largest area contributor in the synthesized netlist</td><td>sky130_fd_sc_hd__dfrtp_1</td></tr>
<tr><td>Area share of the largest cell type after synthesis</td><td>0.1630</td></tr>
<tr><td>Syn Std Cell Area</td><td>0.006141 mm2</td></tr>
<tr><td>Dominant synthesized flop cell</td><td>sky130_fd_sc_hd__dfrtp_1</td></tr>
<tr><td>Warning count from the yosys run</td><td>4</td></tr>
<tr><td>EDFF count, synth</td><td>0</td></tr>
<tr><td>Distinct lib cells used</td><td>88</td></tr>
<tr><td>Post-synthesis instance total</td><td>between 800 and 900</td></tr>
<tr><td>Largest cells by area after synthesis</td><td>sky130_fd_sc_hd__dfrtp_1 16%, sky130_fd_sc_hd__ha_1 10%, sky130_fd_sc_hd__xnor2_1 7.3%</td></tr>
<tr><td>Top cell type by instance count after synthesis</td><td>sky130_fd_sc_hd__nand2_1</td></tr>
<tr><td>Post-synthesis cell count from yosys</td><td>around 800</td></tr>
<tr><td>Synthesized registers</td><td>49</td></tr>
<tr><td>Sequential fraction of the synthesis area</td><td>0.1923</td></tr>
<tr><th colspan="2">Global routing</th></tr>
<tr><td>Initial antenna violation count</td><td>0</td></tr>
<tr><td>Via count of the first global-routing pass</td><td>5115</td></tr>
<tr><td>Overall overflow remaining after global route</td><td>0</td></tr>
<tr><td>Tot GR Track Use</td><td>0.1765</td></tr>
<tr><td>Wire length of the first global-routing pass</td><td>roughly 24 mm</td></tr>
<tr><td>Largest net degree at the start of global routing</td><td>41</td></tr>
<tr><th colspan="2">Status</th></tr>
<tr><td>Status</td><td>finished, final reports clean</td></tr>
</table>
## flip-flops by register name, indices dropped and copies added (netlist names)
| register | count |
|---|---|
| o_LEDR | 1 |
| c0.o_ctr | 8 |
| c1.o_ctr | 8 |
| sum | 8 |
| u0.count | 24 |
## power groups by stage
stage,Combinational [W],Clock (W),Sequential (W)
CTS,0.0000109,0.000195,0.000167
global route,0.0000120,0.000200,0.000167
finish,0.0000103,0.000194,0.000167
## per-stage QoR
| step | worst slack (ns) | instance area (um2) | power (W) |
|---|---|---|---|
| 2_1_floorplan | 3.888 | 6141 | 0.0001729 |
| 3_3_place_gp | 3.757 | 6728 | 0.0001814 |
| 3_5_place_dp | 3.716 | 6728 | 0.0001814 |
| 4_1_cts | 3.686 | 6833 | 0.0003732 |
| 5_1_grt | 3.500 | 6833 | 0.0003793 |
| 6_report | 3.698 | 6833 | 0.0003714 |
## how the worst min path moves through the flow
stage | startpoint | end
after CTS | u0.count[4] | u0.count[4]
after global routing | u0.count[22] | u0.count[22]
final | u0.count[4] | u0.count[4]
## layout by cell type, fill, tap and decap left out, types with 14 or more instances in the layout
cell | Yosys | layout
sky130_fd_sc_hd__a211oi_1 | 14 | 14
sky130_fd_sc_hd__xnor2_1 | 51 | 51
sky130_fd_sc_hd__nand3_1 | 27 | 27
sky130_fd_sc_hd__inv_1 | 34 | 34
sky130_fd_sc_hd__o21ai_0 | 42 | 42
sky130_fd_sc_hd__nor2_1 | 68 | 68
sky130_fd_sc_hd__nand2_1 | 78 | 78
sky130_fd_sc_hd__dfrtp_1 | 40 | 40
sky130_fd_sc_hd__clkdlybuf4s50_1 | 0 | 60
sky130_fd_sc_hd__a21oi_1 | 50 | 50
sky130_fd_sc_hd__ha_1 | 50 | 50
sky130_fd_sc_hd__nor3_1 | 15 | 15
## layout make-up
cell class | instances | area, um2 | area share
Multi-Input combinational cell | 651 | 4501 | 0.6587
Sequential cell | 49 | 1181 | 0.1729
Timing Repair Buffer | 65 | 635.6 | 0.09302
Tap cell | 184 | 230.2 | 0.03369
Inverter | 46 | 180.2 | 0.02637
Clock buffer | 3 | 75.07 | 0.01099
Clock inverter | 1 | 30.03 | 0.004395
## layer usage
metal	track usage	vias to the layer above	part of all wire	wire, um
met2	0.2795	111	0.44	6038
met3	0.01299	6	0.030	403
met5	0	-	0	0
li1	-	2948	-	-
met4	0.008505	0	0.0028	38
met1	0.2801	2709	0.52	7116
## cells by family after synthesis
| group | share of synthesized area |
|---|---|
| AND-OR/OR-AND | 0.2965 |
| adder cells (fa/ha/maj) | 0.1133 |
| AND/OR/NAND/NOR | 0.2125 |
| multiplexers | 0.01834 |
| buffers and inverters | 0.07478 |
| XOR/XNOR | 0.09230 |
| flip-flops | 0.1923 |
Power and IR drop assume default switching activity.
